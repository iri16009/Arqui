**flow/config.mk**
```make
export PLATFORM = sky130hd
export DESIGN_NAME = division
export DESIGN_NICKNAME = division
export VERILOG_FILES = /design/flow/design.v
export SDC_FILE = /design/flow/constraint.sdc
export NUM_CORES = 4
export LEC_CHECK = 1
export CORE_UTILIZATION = 30
```
**flow/constraint.sdc**
```tcl
current_design division

set clk_period 9.6
set clk_io_pct 0.2

create_clock -name clk0 -period $clk_period [get_ports {clk}]

set non_clock_inputs [all_inputs -no_clocks]
set_input_delay [expr $clk_period * $clk_io_pct] -clock clk0 $non_clock_inputs
set_output_delay [expr $clk_period * $clk_io_pct] -clock clk0 [all_outputs]
```
**flow/design.v**
```verilog
module division(input clk, input [31:0] dividendo, divisor, output [31:0] cociente, residuo);
reg [31:0] shift_register;
reg [31:0] pre_divisor = 0;
reg [31:0] cont = 0;
reg start = 1;
reg [15:0] resta, pre_cocido, res, cocido;
always @ (posedge clk) begin
  if(start) begin
    cont = 32'b0;
    shift_register = {8'b0, dividendo[15:0]};
    pre_cocido = 16'b0;
    pre_divisor = divisor;
    shift_register = shift_register << 1;
    cont = cont + 1'b1;
    start = 1'b0;
  end else begin
    if (cont < 5'd17) begin
      if(shift_register[31:16] < pre_divisor[15:0])begin
        pre_cocido = pre_cocido << 1;
      end else begin
        resta = shift_register[31:16] - pre_divisor[15:0];
        pre_cocido = pre_cocido << 1;
        pre_cocido[0] = 1'b1;
        shift_register[31:16] = resta;
      end
    shift_register = shift_register << 1;
    cont = cont + 1'b1;
    end else begin
      cocido = pre_cocido;
      res = shift_register[31:16]>>1;
      start = 1'b1;
    end
  end
end
assign cociente = {16'b0, cocido};
assign residuo = {16'b0, res};
endmodule
```
**flow/run.sh**
```bash
#!/bin/bash
# OpenROAD 26Q1-2900-gdf79404cd8, Yosys 0.63+post, stock flow scripts
make -C /OpenROAD-flow-scripts/flow DESIGN_CONFIG=/design/flow/config.mk WORK_HOME=/design/flow/orfs finish
```
==> GITHUB_STEP_SUMMARY <==
### Metrics collected by this job

| Metric | Value |
|---|---|
| Tool warning count | 58 |
| Cells along the critical path | clkdlybuf4s50_1 |
| Net Sw Frac | 0.2075 |
| Crit-path leading delay family | buffers and inverters |
| Setup slack at placement | 6.753 ns |
| Core Area | 0.01796 mm² |
| Gr usage total | 0.1090 |
| PwrDens | 173.3 mW/mm² |
| Grt total ovfl | 0 |
| Total wire length | 9395 µm |
| CTS resizes | 0 |
| Clock Sinks | 127 |
| Ant. Diodes | 0 |
| Vias | 3,341 |
| Dominant cell by count in the synthesized netlist | dfxtp_1 |
| Fin util | 0.3781 |
| Critical path's largest stage delay | 0.50 ns |
| CP Launch Point | res[14]$_DFFE_PP_ |
| Worst path slowest cell | clkdlybuf4s50_1 |
| Drt wl/cell | 12.28 µm |
| FF-to-FF path depth | 6 |
| Critical Path RT | 7.68 ns |
| First-pass GRT wire length | 15,640 µm |
| Initial Util | 0.3058 |
| Cycle use final | 0.3295 |
| Port bufs | 63 |
| TritonCTS clock tree | done |
| Max-slew violation count | 0 |
| Worst VDD drop | 0.1277 mV |
| Fill count | 1,689 |
| Minimum clock period | 3.163 ns |
| Slew headroom | 0.4892 |
| Setup Buffers After CTS | 0 |
| Seq pwr share | 0.479 |
| Drt drc | 0 |
| Clock Pin Slew Worst Setup and Hold Paths | 0.06 ns |
| Lkg Pwr | 2.506 nW |
| Critical path depth | 1 |
| Top cells by count, synth | dfxtp_1 (64), edfxtp_1 (63), buf_4 (36), nor2_1 (30), nor2b_1 (30) |
| Reg-to-reg startpoint | cont[14]$_SDFFE_PP0N_ |
| Yosys warnings | 1 |
| Final Hold Vio Count | 0 |
| Synth async-reset ratio | 0 |
| Worst-Margin Slew | 0.7637 ns |
| Area leader share | 0.3444 |
| Crit path to | residuo[14] |
| Die width | 137.3 µm |
| Most used DFF post-synth | dfxtp_1 |
| Final worst slack | 6.437 ns |
| Final Skew | 0.008918 ns |
| Post-DP HPWL | 6031 µm |
| Yosys cell count | 456 |
| Buffer and inverter count on the worst path | 1 |
| Registers, synthesis | 127 |
| RSZ-0062 raised after global routing | false |
| Vias in the first global route | 3,165 |
| Worst setup SP type | register |
| Design Power | 1.177 mW |
| Placement Cell Area | 0.006228 mm² |
| Netlist area before placement | 0.005493 mm² |
| H-tree levels | 4 |
| Chip Area, Yosys | 0.005493 mm² |
| Antenna violations before repair | 0 |
| Post-Syn Area per Cell | 12.05 µm² |
| Hold Path Class | reg -> reg |
| First-pass detailed-route iteration total | 4 |
| FMAX | 0.3161 GHz |
| Post-placement cell count | 733 |
| Count of cell types in the netlist | 59 |
| Reg2Reg Capture Point | shift_register[26]$_SDFFE_PP0N_ |
| Number of enable flip-flop cells | 63 |
| Worst Path Arrival | 1.24 ns |
| Clk buf depth | 2 |
| Iter 0 DRT Violations | 99 |
| Synth area leader | edfxtp_1 |
| Num ports | 129 |
| CP endpoint kind | output pin |
| Crit Path Category | reg -> out |
| Hold buffers post-CTS | 0 |
| Layout cell share with drive strength beyond 1 | 0.1194 |
| Insertion Delay late pin | 0.41 ns |
| Pin count of the biggest net entering global routing | 70 |
| Seq share, synth | 0.5777 |
| Min Hold Slack | 0.4335 ns |
| Crit Path Max Fanout | 1 |
| Clk Tree Root Cell | clkbuf_16 |
| Post-route ant nets | 0 |
| Max-cap violations | 0 |
| Status | finished, final reports clean |
| Die Height | 137.3 µm |
| RD Place Congestion | 0.8282 |
| Gate power share | 0.011 |
| Final Cell Area | 0.006793 mm² |
| R2R setup slack | 6.91 ns |
| Top area cell types | edfxtp_1 (34%), dfxtp_1 (23%), buf_4 (4.9%), mux2i_1 (4.4%), ha_1 (4.1%) |
| Switch Pwr | 244.3 µW |
| Final setup fails | 0 |
| Setup TNS | 0 ns |
| Post-Layout Cell Count | 765 |
| Die area | 0.01885 mm² |
| Num CTS Buffers | 17 |
| Vias per cell | 4.367 |
| Syn Inst Count | 456 |
| FP Rows | 49 |
| Clock Power Share | 0.509 |
| Layout overhead on the synthesized area | 23.67% |
| Internal power | 933.1 µW |
[power by group through the flow]
stage     clock network [mW]  logic [mW]  registers (mW)
4_1_cts                0.614      0.0134           0.564
5_1_grt                0.639      0.0145           0.564
6_report               0.600      0.0132           0.564
[cell usage in the layout (no fill, tap or decap), types with 7 or more instances in the layout]
cell	n
a21oi_1	19
clkdlybuf4s50_1	63
inv_1	22
nor2_1	29
mux2_2	15
nand2_1	14
nor2b_1	30
ha_1	18
conb_1	33
dfxtp_1	63
o21ai_0	14
xor2_1	7
edfxtp_1	63
mux2i_1	24
clkbuf_16	18
[area by class of cell]
type	instances	area [µm²]	share of cell area
clock buffer	20	467.9	0.06889
inverter	22	82.58	0.01216
timing repair buffer	66	653.1	0.09615
multi-input combinational	289	2029	0.2988
sequential	127	3177	0.4677
clock inverter	12	96.34	0.01418
tap	229	286.5	0.04218
[logic make-up (layout without fill, tap and decap cells)]
kind of cell    Yosys count  after routing  synth area share
xor+xnor                 10             10           0.01595
flops                   127            127            0.5777
fa+ha+maj                19             19           0.04465
mux                      39             39           0.07449
buf+inv                  72            120           0.07608
simple gates            111            111            0.1096
compound gates           77             77            0.1009
other cells               1             33         0.0006827
[per-layer routing]
metal  track usage  share of wire
met3       0.03754          0.078
met4       0.01893          0.016
met2        0.1479           0.41
met5             0              0
met1        0.1740           0.50
[flip-flops by register name, indices dropped and copies added (netlist names)]
register / cells
shift_register: 31
cont: 32
res: 15
cocido: 16
pre_divisor: 16
pre_cocido: 16
start: 1
[worst reg2reg max path, delay by kind of cell (launching register included)]
kind	cells	cell delay, ns
simple gates	2	0.50
compound gates	3	1.24
flops	1	0.30
buf+inv	1	0.56
[worst min path at each step]
| stage | start | endpoint | slack [ns] | cells past startpoint |
|---|---|---|---|---|
| 4_1_cts | pre_cocido[15]$_SDFFE_PP0N_ | cocido[15]$_DFFE_PP_ | 0.43 | 0 |
| 5_1_grt | pre_cocido[15]$_SDFFE_PP0N_ | cocido[15]$_DFFE_PP_ | 0.45 | 0 |
| 6_report | pre_cocido[15]$_SDFFE_PP0N_ | cocido[15]$_DFFE_PP_ | 0.43 | 0 |
Power figures rest on the tool's default switching activity, not on a simulated workload.
